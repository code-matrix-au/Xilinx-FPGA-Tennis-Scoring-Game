$ cat design/flow/config.mk
export PLATFORM = sky130hd
export DESIGN_NAME = uart_rx
export DESIGN_NICKNAME = uart_rx
export VERILOG_FILES = /design/flow/design.v
export SDC_FILE = /design/flow/constraint.sdc
export NUM_CORES = 4
export LEC_CHECK = 1
export CORE_AREA = 10 10 104 104
export DIE_AREA = 0 0 114 114
$ cat design/flow/design.v
`timescale 1ns / 1ps
module uart_rx(input clk, input RsRx, input reset, 
    output data_ready, output [6:0] data);
  parameter IDLE = 0, RX_START_BIT = 1, RX_DATA_BITS = 2, RX_STOP_BIT = 3;
  parameter CLKS_PER_BIT = 10417;  
  reg rx_data1 = 1'b1; 
  reg rx_data0 = 1'b1;
  reg [15:0] clk_count = 0;
  reg [2:0] bit_index = 0; 
  reg [7:0] rx_data = 0;
  reg rx_data_ready = 0;
  reg [1:0] rx_state = IDLE;
  always @(posedge clk)
    begin
      rx_data1 <= RsRx;
      rx_data0 <= rx_data1;
    end
  always @(posedge clk) begin
      if (reset) begin
          rx_state <= IDLE;
          rx_data = 0;
          rx_data_ready <= 1'b0;
      end
      else begin
          case (rx_state)
            IDLE: begin
                bit_index <= 0;
                clk_count <= 0;
                if (rx_data0 == 1'b0)  
                  rx_state <= RX_START_BIT;
                else
                  rx_state <= IDLE;
            end
            RX_START_BIT: begin
                if (clk_count == (CLKS_PER_BIT-1)/2) begin
                    if (rx_data0 == 1'b0) begin  
                        rx_state <= RX_DATA_BITS;
                        clk_count <= 0;
                        rx_data_ready <= 1'b0;
                    end
                    else
                      rx_state <= IDLE;
                end
                else begin
                    rx_state <= RX_START_BIT;
                    clk_count <= clk_count + 1;
                end
            end 
            RX_DATA_BITS: begin
                if (clk_count < CLKS_PER_BIT-1) begin
                    rx_state <= RX_DATA_BITS;
                    clk_count <= clk_count + 1;
                end
                else begin
                    rx_data[bit_index] <= rx_data0;
                    clk_count <= 0;
                    if (bit_index < 7) begin  
                        rx_state <= RX_DATA_BITS;
                        bit_index <= bit_index + 1;
                    end
                    else begin
                        rx_state <= RX_STOP_BIT;
                        bit_index <= 0;
                    end
                end
            end
            RX_STOP_BIT: begin
                if (clk_count < CLKS_PER_BIT-1) begin
                    rx_state <= RX_STOP_BIT;
                    clk_count <= clk_count + 1;
                end
                else begin
                    rx_state <= IDLE;
                    clk_count <= 0;
                    rx_data_ready <= 1'b1;
                end
            end
            default :
              rx_state <= IDLE;
          endcase
	  end
  end 
  assign data_ready = rx_data_ready;
  assign data = rx_data[6:0];
endmodule
$ cat design/flow/constraint.sdc
current_design uart_rx

set clk_period 3.7
set clk_io_pct 0.2

create_clock -name clk0 -period $clk_period [get_ports {clk}]

set non_clock_inputs [all_inputs -no_clocks]
set_input_delay [expr $clk_period * $clk_io_pct] -clock clk0 $non_clock_inputs
set_output_delay [expr $clk_period * $clk_io_pct] -clock clk0 [all_outputs]
$ cat design/flow/run.sh
#!/bin/bash
# OpenROAD 26Q1-2900-gdf79404cd8, Yosys 0.63+post, stock flow scripts
make -C /OpenROAD-flow-scripts/flow DESIGN_CONFIG=/design/flow/config.mk WORK_HOME=/design/flow/orfs finish
==> results_slide.txt <==
Flow Results at a Glance

Timing
  • Final min period: 2280 ps
  • Minimum setup slack in the final design: 1420 ps
  • Fmax: 439 MHz
  • Max Slew Vio Count: 0
  • Final setup skew: approximately 4.3 ps
  • Final-report setup violation count: 0
  • Least-Margin Pin Slew: 919 ps
  • Remaining max-slew budget at the tightest pin: 38.3%
  • Final total negative setup slack: 0 ps
  • Final hold viol count: 0
  • Post-layout period usage: 61.5%
  • Unrepaired setup endpoints after global routing: false

Detailed routing
  • WL met2: 1540 microns
  • Number of design rule violations left after detail routing: 0
  • Wire length per cell: between 10 and 15 microns
  • Highest routing layer actually used: met4
  • Starting DRC count in detailed routing: around 87
  • Via count of the routed design: 1270
  • Post-DR vias/cell: about 4.3
  • Total detailed-routing wirelength: ~3300 microns
  • Iteration count of the initial detailed-routing pass: 4
  • Antenna violation net count after detailed routing: 0
  • Antenna cells: 0
  • Metal3 WL: approximately 120 microns
  • Met1 Wirelength: 1610 microns

Synthesis
  • Portion of synthesized cell area occupied by the leading cell type: between 40% and 50%
  • Seq/Total Area, Yosys: between 40 and 50%
  • Tally of unique sky130hd cells used after synthesis: 45
  • Netlist area before placement: roughly 0.0018 sq mm
  • Top logic family: simple AND/OR/NAND/NOR gates
  • Synthesized chip area reported by yosys: ~0.0018 sq mm
  • Count of flip-flops with a built-in enable after synthesis: 26
  • Post-synthesis area per instance: about 10 sq um
  • XOR/XNOR Area Share: about 6.8%
  • Number of cells in Yosys stat: between 150 and 200
  • Yosys warns: 1
  • Adder Area Share: under 10%
  • Yosys top cell by area: edfxtp_1
  • Multiplexer fraction of the synthesized cell area: ~1.8%
  • Instance tally after logic synthesis: 173
  • Post-synthesis share of cell area spent on and-or and or-and gates: ~9%
  • Simple-gate portion of the synthesized area: around a quarter
  • Post-synthesis sequential element count: 31
  • Cell types occupying the most area after synthesis: edfxtp_1 43%, dfxtp_1 5.5%, nor2_1 4.4%, xnor2_1 4.4%, ha_1 4.1%
  • Main flop type: edfxtp_1
  • Async S/R FF share, synth: 0%

Clock tree
  • H-tree depth: 2
  • Setup bufs post-CTS: 0
  • Hold buffer count at cts: 0
  • Root Driver: clkbuf_8
  • Inserted Clock Buffers: 5
  • Cell resize tally after clock tree synthesis: 0
  • Clk slew on worst S/H paths: 60 ps
  • CTS tree: built
  • Insertion delay to the later sink of the worst-skew pair: roughly 280 ps
  • Deepest clock path buffer count: 2
  • Clk sinks: 31

Setup path
  • R2R cell count: 4
  • Worst setup path class: flip-flop to flip-flop
  • Critical path required time: 3610 ps
  • Nature of the critical path endpoint: flip-flop
  • Launching element type of the critical path: flip-flop
  • Critical path data arrival time: between 2000 and 2500 ps
  • Maximum fanout along the worst path: 7

Final layout
  • Fraction of layout instances using a drive strength above 1: roughly 11%
  • Synth-to-layout area growth: 16.4%
  • Sequential cell area: around 880 sq um
  • Number of filler cells placed in the layout: approximately 950
  • Multi-input logic area: 852 sq um

Power and ir drop
  • Leakage: 0.690 nW
  • Worst IR Drop VDD: 0.250 mV
  • Pwr dens: ~370 mW/mm^2
  • Power Total: 0.775 mW

Flow run
  • Stage-log warning count: 29
  • Tally of max-capacitance violations: 0

Global routing
  • Largest net degree at the start of global routing: 18
  • Initial antenna violation count: 0
  • Tot GR Track Use: 5.42%
  • Residual overflow from global routing: 0
  • Vias in the first global route: roughly 1300
  • Global-route wire length before repair: 6020 microns

Floorplan
  • Number of placement rows: 34
  • Width of the chip: around 110 microns
  • Starting density of the core: a little over a fifth
  • Die outline height: 114 microns
  • Area inside the core boundary: 0.00868 sq mm
  • I/O pins: 11
  • Full die area: about 0.013 sq mm

Placed design
  • Worst Setup Slack post-DPL: between 1000 and 1500 ps
  • Placed wire-length estimate: about 2400 microns
  • Placer congestion estimate: slightly above 0.8
  • Count of port buffers added during placement: 10

Run status
  • Outcome: finished clean

Hold path
  • Type of the tightest min-delay check: flip-flop to flip-flop
  • Worst Hold Depth: 0
[logic make-up after synthesis]
kind of cell               after synthesis
xor gates and xnor gates                14
muxes                                    3
adders and majority gates                6
and+or+nand+nor                         83
DFF                                     31
AOI/OAI and AO/OA                       20
buffers and inverters                   16
[Yosys cell counts, types with 3 or more instances]
cell,count
edfxtp_1,26
ha_1,6
xnor2_1,9
a21oi_1,4
inv_1,9
nand3_1,13
nor2b_1,3
nand4_1,3
clkbuf_1,4
o21ai_0,3
dfxtp_1,5
nor3_1,6
xor2_1,5
nand2_1,16
nor4_1,3
nor2_1,21
[sequential cells by signal (all words and copies together) (netlist names)]
register / cells
bit_index: 3
clk_count: 16
rx_data: 7
rx_data0: 1
rx_data1: 1
rx_data_ready: 1
rx_state: 2
[cells in the final DEF (no fill, tap or decap), types with 2 or more instances in the layout]
cell type | synthesis | routed
a22o_1 | 2 | 2
nand2b_1 | 2 | 2
edfxtp_1 | 26 | 26
a211oi_1 | 2 | 2
ha_1 | 6 | 6
mux2_2 | 2 | 2
nor2_1 | 21 | 21
dfxtp_1 | 5 | 5
xor2_1 | 5 | 5
a21oi_1 | 4 | 4
xnor2_1 | 9 | 9
nor3_1 | 6 | 6
nor4_1 | 3 | 3
clkbuf_8 | 0 | 7
and3_1 | 2 | 2
nor2b_1 | 3 | 3
clkdlybuf4s50_1 | 0 | 10
nor4_2 | 2 | 2
nand3_1 | 13 | 13
inv_1 | 9 | 9
nand4_1 | 3 | 3
o21ai_0 | 3 | 3
nor4bb_1 | 2 | 2
nand2_1 | 16 | 16
[per-stage QoR]
| stage | instance area [sq um] | hold WS [ps] | cells | utilization (%) |
|---|---|---|---|---|
| floorplan | 1810 | 310 | 173 | - |
| global route | 2110 | 345 | 293 | 24.3 |
| detailed placement | 2010 | 316 | 285 | 23.2 |
| CTS | 2110 | 330 | 293 | 24.3 |
| global placement | 2010 | 317 | 285 | 23.2 |
| finish | 2110 | 332 | 293 | 24.3 |
[critical path, stage by stage, from the launching register on]
cell and delay, ps:
edfxtp_1 470, nand3b_1 210, a211oi_2 300, nor2_1 160
nor3_1 770
[worst paths after layout]
| check | start | to | slack, ps |
|---|---|---|---|
| worst max-delay path | clk_count[12] | rx_data[1] | 1420 |
| worst min-delay path | rx_data1 | rx_data0 | 330 |
| worst max register to register | clk_count[12] | rx_data[1] | 1420 |
| worst min register to register | rx_data1 | rx_data0 | 330 |
[routing by layer]
layer	vias to the layer above	GRT usage [%]
met4	0	0.919
li1	650	-
met3	4	1.38
met1	598	7.73
met2	18	8.31
met5	-	0
[power breakdown]
group / switching [mW] / internal [mW]
clock: 0.117 / 0.169
combinational: 0.0371 / 0.0305
sequential: 0.0256 / 0.395
[final cells by class]
class	count	area share (%)
timing repair buffer	11	5.10
inverter	9	1.60
sequential	31	41.8
tap	108	6.41
multi-input combinational	126	40.4
clock buffer	8	4.74
Power is estimated from default activity; no workload was simulated.
