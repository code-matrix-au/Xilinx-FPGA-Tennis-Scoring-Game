<file path="flow/run.sh">
#!/bin/bash
# OpenROAD 26Q1-2900-gdf79404cd8, Yosys 0.63+post, stock flow scripts
make -C /OpenROAD-flow-scripts/flow DESIGN_CONFIG=/design/flow/config.mk WORK_HOME=/design/flow/orfs finish
</file>
<file path="flow/config.mk">
export PLATFORM = sky130hd
export DESIGN_NAME = segcontroller
export DESIGN_NICKNAME = segcontroller
export VERILOG_FILES = /design/flow/design.v
export SDC_FILE = /design/flow/constraint.sdc
export NUM_CORES = 4
export LEC_CHECK = 1
export CORE_UTILIZATION = 40
</file>
<file path="flow/constraint.sdc">
current_design segcontroller

set clk_period 2.7
set clk_io_pct 0.2

create_clock -name clk0 -period $clk_period [get_ports {clk}]

set non_clock_inputs [all_inputs -no_clocks]
set_input_delay [expr $clk_period * $clk_io_pct] -clock clk0 $non_clock_inputs
set_output_delay [expr $clk_period * $clk_io_pct] -clock clk0 [all_outputs]
</file>
<file path="flow/design.v">
`timescale 1ns / 1ps
module counter1(input clk, output Q);
        reg[17:0] count = 0;
        reg Q = 0;
    always @ (posedge clk) begin
        if(count == 18'd125000)begin
             Q = ~Q;
             count=0;
        end 
        else begin
                count = count+1;
        end
    end
endmodule
`timescale 1ns / 1ps
module counter2(input clk, output [1:0] Q);
    reg [1:0] count = 0;
    always @ (posedge clk)
        count <= count + 1;
    assign Q = count; 
endmodule
`timescale 1ns / 1ps
module decoder(input [1:0] S, output reg [3:0] AN);
    always @(S)begin
        case(S)
                2'b00 : AN = 4'b0111; 
                2'b01 : AN = 4'b1011; 
                2'b10 : AN = 4'b1101; 
                2'b11 : AN = 4'b1110; 
        endcase
    end
endmodule
`timescale 1ns / 1ps
module mux(input [5:0] A, input [5:0] B, input [5:0] C, 
        input [5:0] D, input [1:0] S, output [5:0] out);
    wire [5:0] mux_0;
    wire [5:0] mux_1;
    wire [5:0] mux_2;
    wire [5:0] mux_3;
    wire [5:0] mux_4;
    wire [5:0] mux_5;
    assign mux_0 ={A[0], B[0], C[0], D[0]};
    assign mux_1 ={A[1], B[1], C[1], D[1]};
    assign mux_2 ={A[2], B[2], C[2], D[2]};
    assign mux_3 ={A[3], B[3], C[3], D[3]};
    assign mux_4 ={A[4], B[4], C[4], D[4]};
    assign mux_5 ={A[5], B[5], C[5], D[5]};
    mux41 mux0(mux_0, S, out[0]);
    mux41 mux1(mux_1, S, out[1]);
    mux41 mux2(mux_2, S, out[2]);
    mux41 mux3(mux_3, S, out[3]);
    mux41 mux4(mux_4, S, out[4]);
    mux41 mux5(mux_5, S, out[5]);
endmodule
`timescale 1ns / 1ps
module mux41(input [3:0] in, input [1:0] S, output out);
reg out1;
assign out = out1;
    always @(S) 
    begin
        case(S)
            2'b00 : out1 = in[0];
            2'b01 : out1 = in[1];
            2'b10 : out1 = in[2];
            2'b11 : out1 = in[3];
        endcase
    end
endmodule
`timescale 1ns / 1ps
module segcontroller(input clk, input [5:0] A, input [5:0] B,
 input [5:0] C, input [5:0] D, input[3:0]dp_sel , 
 output wire [6:0] seg, output wire [3:0] an, output wire dp); 
	wire PQ;
	wire [1:0] DQ; 
	wire [5:0] m_out; 
    mux41 dp_select(dp_sel, DQ, dp);
	counter1 Counter1(clk, PQ);
	counter2 Counter2(PQ, DQ);
	mux Mux(A, B, C, D, DQ, m_out); 
	decoder Decoder(DQ, an);
	segdecoder segDecoder(m_out, seg);
endmodule
`timescale 1ns / 1ps
module segdecoder(input [5:0] b, output [6:0] SEGMENT);
    reg [6:0] SEG;
    assign {SEGMENT[0],SEGMENT[1],SEGMENT[2],SEGMENT[3],
            SEGMENT[4],SEGMENT[5],SEGMENT[6]} = SEG;
always @(*)begin
    case(b)
        6'b000000: SEG = ~7'b1111110; 
        6'b000001: SEG = ~7'b0110000; 
        6'b000010: SEG = ~7'b1101101; 
        6'b000011: SEG = ~7'b1111001; 
        6'b000100: SEG = ~7'b0110011; 
        6'b000101: SEG = ~7'b1011011; 
        6'b000110: SEG = ~7'b1011111; 
        6'b000111: SEG = ~7'b1110000; 
        6'b001000: SEG = ~7'b1111111; 
        6'b001001: SEG = ~7'b1111011; 
        6'b001010: SEG = ~7'b1110111; 
        6'b001011: SEG = ~7'b1111101; 
        6'b001100: SEG = ~7'b0011111; 
        6'b001101: SEG = ~7'b1001110; 
        6'b001110: SEG = ~7'b0001101; 
        6'b001111: SEG = ~7'b0111101; 
        6'b010000: SEG = ~7'b1001111; 
        6'b010001: SEG = ~7'b1000111; 
        6'b010010: SEG = ~7'b1011110; 
        6'b010011: SEG = ~7'b0110111; 
        6'b010100: SEG = ~7'b0010111; 
        6'b010101: SEG = ~7'b0000110; 
        6'b010110: SEG = ~7'b0111100; 
        6'b010111: SEG = ~7'b0001110; 
        6'b011000: SEG = ~7'b0010101; 
        6'b011001: SEG = ~7'b1111110; 
        6'b011010: SEG = ~7'b0011101; 
        6'b011011: SEG = ~7'b1100111; 
        6'b011100: SEG = ~7'b1110011; 
        6'b011101: SEG = ~7'b0000101; 
        6'b011110: SEG = ~7'b1011011; 
        6'b011111: SEG = ~7'b0001111; 
        6'b100000: SEG = ~7'b0111110; 
        6'b100001: SEG = ~7'b0011100; 
        6'b100010: SEG = ~7'b0111011; 
        6'b100011: SEG = ~7'b0000000; 
    endcase
end
endmodule
</file>
==> notes.md <==
The synthesis and PnR run went through. The overall die size recorded for this design is 4351 um2. Post-synthesis sequential element count landed at 28. Sorting the synthesized cells by how often they occur yields sky130_fd_sc_hd__nor2_1 (22), sky130_fd_sc_hd__dfxtp_1 (20), sky130_fd_sc_hd__inv_1 (12), sky130_fd_sc_hd__nand3_1 (12), sky130_fd_sc_hd__nand2_1 (11). The first detailed-routing pass ran for 5 iterations.

Per the final layout report, the fraction of cells sized above drive strength 1 comes to 0.06034. Biggest fanout along the worst timing path landed at 1. Detailed placement finished with a half-perimeter wire length of 2680 um.

The number of clock buffers added by TritonCTS is 3. Global-route usage over all layers landed at 0.1783. Total power after layout landed at 0.5930 mW.

The flow ran to the end, and the final reports show no timing, DRC or antenna violations. Setup violations remaining at the end of the flow were counted as 0. Share of total power in the clock network landed at 0.316. Number of hold-slack violations in the final timing report landed at 0. Reported max-cap violation count landed at 0. The worst setup path is launched from an input port. Looking at hold timing, the worst path starts from Counter1.count[17]. Looking at the reg2reg group, the worst path starts from Counter1.count[7]. The worst setup path is captured at an output pin. Later-pin clock latency in the skew report landed at 0.25 ns. The post-CTS hold buffer count recorded in the log is 0. Among the stages of the critical path, the cell type that occurs most often is sky130_fd_sc_hd__clkdlybuf4s50_1. Number of nets with antenna violations after routing landed at 0.

20 endpoints have no timing constraint. Sum of overflow across all layers after global routing landed at 0. The first global-routing pass estimated 6182 um of wire. Register-to-register setup slack landed at 0.96 ns. Sorting the synthesized cells by area gives the leading types as sky130_fd_sc_hd__dfxtp_1 (24%), sky130_fd_sc_hd__dlxtn_1 (6.4%), sky130_fd_sc_hd__nor2_1 (5.0%).

Critical path's largest stage delay landed at 0.41 ns. The root buffer cell chosen for the clock tree is sky130_fd_sc_hd__clkbuf_8. The horizontal die dimension reported for this design is 65.97 um.

Final setup skew landed at 0.001856 ns. The slowest stage of the critical path is the sky130_fd_sc_hd__clkdlybuf4s50_1 cell. Total net switching power landed at 0.1309 mW. Utilization of the core after routing landed at 0.5504. OpenSTA lists the critical path startpoint as dp_sel[3].

Post-placement setup slack landed at 0.3753 ns. After detailed routing, the total wire length is 3552 um. Core utilization before placement landed at 0.4308. For this run, the detailed router reports a per-instance via density of 5.532. Count of flip-flops with a built-in enable after synthesis landed at 1. Number of logic stages on the critical path including buffering landed at 4.

Total of cells resized after clock tree synthesis landed at 0. Per the OpenROAD power report, leakage power amounts to 0.8069 nW. For reference, the most critical setup path is categorized as input port to output pin. Final setup TNS landed at 0 ns.

The routed design shows a wire length per standard cell of 12.69 um. H-tree depth reported by CTS landed at 1. Data required time at the worst endpoint landed at 2.16 ns.

Relative contribution of combinational cells to total power landed at 0.191. The cell type that accounts for the most area after synthesis is sky130_fd_sc_hd__dfxtp_1. The chip area line in the Yosys stat output reads 1637 um2. Measured against its own limit, the worst slew margin works out to 0.4454. Among all cell types in the netlist, the one instantiated most often is sky130_fd_sc_hd__nor2_1. Among all flip-flop cells after synthesis, the most frequent one is sky130_fd_sc_hd__dfxtp_1. Post-CTS repair timing setup buffer count landed at 0. The share of synthesized area in the top cell type comes to 0.2446. The number of antenna diodes in the final layout is 0. Mean area per synthesized cell landed at 8.393 um2. Setup repair after global routing left no endpoint under its margin. Worst setup slack after layout landed at 0.3724 ns. Entering global routing, the biggest net connects 18 pins. The number of cells reported by Yosys stat comes to 195. Via count of the first global-routing pass landed at 1394. For this block, the via count after detailed routing is 1549.

Remaining design rule violation count landed at 0. Number of top-level pins landed at 41. The cell family contributing the most delay on the critical path is buffers and inverters. Synthesis instantiated 46 different standard cells from the library.

Share of total power in sequential cells landed at 0.494. Checking hold timing, the worst path is listed with class register to register. Final max-slew violation count landed at 0.

Buffer-and-inverter tally for the worst setup path landed at 2. Total of buffers placed on input and output ports landed at 40. According to the floorplan log, the row count is 22. Cell count of the worst hold path landed at 1.

For the worst flop-to-flop path, the logic depth is 3. After technology mapping, the gate count stands at 195. Fmax landed at 429.6 MHz. Synthesis-to-finish area growth landed at 27.75%.

Clock-pin slew of the registers on the worst-case setup and hold paths landed at 0.06 ns. Total standard cell area after synthesis landed at 1637 um2. Shortest period the worst path allows landed at 2.328 ns. In this run the VDD rail shows a maximum IR drop of 0.0003224 V. The number of antenna violations at the first check in global routing came to 0.

The timer found 9 register pins that no clock reaches; their paths are not timed. Internal power summed over all cells landed at 0.4621 mW. Chip height landed at 65.97 um. The synthesis log from Yosys contains 11 warnings. The pin closest to its max-slew limit shows a slew of 0.8157 ns. On the final layout, the worst hold slack is 0.4464 ns. OpenROAD warning count landed at 29. The region available for standard cell placement spans 3799 um2.

TritonCTS built the clock tree. No sink is reached through more buffers than the 2 on the longest clock path. Weighted congestion at the end of routability-driven global placement landed at 0.8777. Listed in order, past its start point the critical path passes clkdlybuf4s50_1 -> a222oi_1 -> a21oi_1 -> clkdlybuf4s50_1. Worst endpoint data arrival time landed at 1.79 ns. Detailed router's first-iteration violation count landed at 116. Switching power as a fraction of the total was reported as 0.2207.

Async set-or-reset flop fraction in the synthesized netlist landed at 0. Total power density per cell area landed at 283.6 nW/um2. The final timing summary puts the cycle share of the worst path at 0.8621.
[cell families after synthesis]
kind of cell | synth area share
AND/OR/NAND/NOR | 0.2087
latches | 0.06422
AND-OR/OR-AND | 0.1973
flip-flops | 0.2630
multiplexers | 0.06039
buffers and inverters | 0.07491
XOR/XNOR | 0.08563
adder cells (fa/ha/maj) | 0.04587
[layer usage]
| metal | up-vias | GRT usage | wire length, um | share of wire |
|---|---|---|---|---|
| met5 | - | 0 | 0 | 0 |
| met4 | 0 | 0.01596 | 8 | 0.0023 |
| met3 | 2 | 0.02797 | 326 | 0.092 |
| met2 | 67 | 0.2755 | 1422 | 0.40 |
| met1 | 694 | 0.2784 | 1795 | 0.51 |
| li1 | 786 | - | - | - |
[path summary, 6_finish.rpt]
kind | endpoint
setup / recovery | dp
hold / removal | Counter1.count[17]
setup reg to reg | Counter1.Q
hold reg to reg | Counter1.count[17]
[layout by cell type (no fill, tap or decap), drive strengths merged]
cell / netlist / layout
clkdlybuf4s50: 0 / 40
nor2: 22 / 22
dfxtp: 20 / 20
inv: 13 / 13
nand3: 12 / 12
nand2: 11 / 11
o21ai: 11 / 11
a21oi: 10 / 10
a222oi: 8 / 8
xnor2: 8 / 8
xor2: 8 / 8
dlxtn: 7 / 7
ha: 6 / 6
mux2i: 5 / 5
nor3: 5 / 5
nand4: 4 / 4
and3: 4 / 4
mux2: 4 / 4
clkbuf: 1 / 4
buf: 9 / 3
nor2b: 2 / 2
a31oi: 2 / 2
o31ai: 2 / 2
o21a: 2 / 2
o41ai: 2 / 2
and4: 2 / 2
nor4b: 2 / 2
edfxtp: 1 / 1
o211ai: 1 / 1
a22oi: 1 / 1
a21o: 1 / 1
a21boi: 1 / 1
o21bai: 1 / 1
a32o: 1 / 1
o2111ai: 1 / 1
a32oi: 1 / 1
nor3b: 1 / 1
a221oi: 1 / 1
or4b: 1 / 1
or3: 1 / 1
[flip-flops by register name, indices dropped and copies added, names as in the netlist]
name / cells
Counter1.Q: 1
Counter1.count: 18
Counter2.count: 2
segDecoder.SEG: 7
[power groups by stage]
stage	combinational [mW]	clock [mW]	sequential, mW
CTS	0.112	0.194	0.293
global route	0.124	0.207	0.293
finish	0.113	0.187	0.293
[final cells by class]
class,instances,area (um2)
inverter,13,48.80
clock buffer,4,45.04
multi-input combinational,144,978.4
sequential,28,535.5
timing repair buffer,43,422.9
fill,346,1708
tap,48,60.06
[through the flow]
step / area (um2) / instances
floorplan: 1637 / 195
global placement: 2046 / 276
detailed placement: 2046 / 276
CTS: 2091 / 280
global route: 2091 / 280
finish: 2091 / 280
Power figures rest on the tool's default switching activity, not on a simulated workload.
