<file path="./config.mk">
export PLATFORM = sky130hd
export DESIGN_NAME = data_log
export DESIGN_NICKNAME = data_log
export VERILOG_FILES = /design/flow/design.v
export SDC_FILE = /design/flow/constraint.sdc
export NUM_CORES = 4
export LEC_CHECK = 1
export CORE_AREA = 10 10 75 75
export DIE_AREA = 0 0 85 85
</file>
<file path="./design.v">
`timescale 1ns / 1ps
module data_log(input [6:0] datain, input data_ready,  output reg [3:0] out);
parameter 
 r = 14'b11100100001101, 
t1 = 21'b111010001100010001101, 
t2 = 21'b111010001100100001101, 
 g = 14'b11001110001101,
s1 = 21'b111001101100010001101, 
s2 = 21'b111001101100100001101, 
s3 = 21'b111001101100110001101, 
one= 14'b01100010001101, 
two= 14'b01100100001101;          
reg [20:0] data;
always @(posedge data_ready)
    begin
    data = data << 7| datain;
    if(data[13:0] == r) out = 4'b0000;
    else if(data[20:0] == t1) out = 4'b0001;  
    else if(data[20:0] == t2) out = 4'b0010;
    else if(data[13:0] == g)  out = 4'b0011;
    else if(data[20:0] == s1) out = 4'b0100;
    else if(data[20:0] == s2) out = 4'b0101;
    else if(data[20:0] == s3) out = 4'b0110;
    else if(data[13:0] == one) out = 4'b0111;
    else if(data[13:0] == two) out = 4'b1000;
    else out = 4'b1111;
    end
endmodule
</file>
<file path="./run.sh">
#!/bin/bash
# OpenROAD 26Q1-2900-gdf79404cd8, Yosys 0.63+post, stock flow scripts
make -C /OpenROAD-flow-scripts/flow DESIGN_CONFIG=/design/flow/config.mk WORK_HOME=/design/flow/orfs finish
</file>
<file path="./constraint.sdc">
current_design data_log

set clk_period 3.3
set clk_io_pct 0.2

create_clock -name clk0 -period $clk_period [get_ports {data_ready}]

set non_clock_inputs [all_inputs -no_clocks]
set_input_delay [expr $clk_period * $clk_io_pct] -clock clk0 $non_clock_inputs
set_output_delay [expr $clk_period * $clk_io_pct] -clock clk0 [all_outputs]
</file>
==> Slide: Implementation Results <==
Physical Implementation Snapshot

Route
  • Antenna diodes: 0
  • Remaining antenna violation count: 0
  • Via count: 438
  • DR pass1 iterations: 4
  • Via density: ~3.7
  • DRT iter0 DRCs: 22
  • Residual DRC: 0
  • WL per Instance: 9.957 µm
  • Routed wire length: 1.165 mm

Power
  • Int Pwr: ~0.00035 W
  • P_sw: 0.00008205 W
  • Tot Pwr: 0.0004274 W
  • PwrDens: 517.5 nW/µm²
  • Sw frac: 0.1920
  • Max VDD drop: between 150 and 200 µV
  • Part of the power in registers: 0.547
  • Comb pwr share: 0.045
  • P_leak: 0.2804 nW
  • Clock power share: 0.408

Floorplanning
  • # IOs: 12
  • Die Width: between 80 and 90 µm
  • Die Span Y: approximately 85 µm
  • # rows: 23
  • Die ar.: 7225 µm²
  • Core Box Area: approximately 4100 µm²
  • Fp_density: 0.1474

Critical path
  • Crit path kind: input pin to register
  • CP startpoint kind: input pin
  • Worst Path Max Fanout: 3
  • Crit path capture type: register
  • CP Data Arrival Time: roughly 2.1 ns
  • Crit path DRT: 3.43 ns

GRT
  • Largest net degree at the start of global routing: 11
  • Total GRT Usage: 0.03134
  • Antenna violations before repair: 0
  • Vias in the first global route: ~460
  • First-pass GRT wire length: about 2 mm
  • Remaining Overflow, GRT: 0

Timing
  • Pins over their slew limit: 0
  • Final setup vio count: 0
  • Crit path time final: around 1.9 ns
  • Worst Tran Pin Value: 0.3462 ns
  • Max-slew headroom: 0.7671
  • Clk_skew: 0.002337 ns
  • Hold Fails Final Rpt: 0
  • Unrepaired setup endpoints after global routing: false
  • Cycle use final: 0.5906
  • Fmax: between 500 and 600 MHz
  • Setup TNS: 0 ns

Finish
  • Most frequent logic cell in the layout: dfxtp_1
  • Area delta synth->final: 38.08%
  • FILL cells: 422
  • Top cells excl fill/tap: dfxtp_1 (18), clkdlybuf4s50_1 (11), nand2_1 (4), nor2_1 (4), clkbuf_8 (4)
  • Layout cells sized above 1: 0.1343

Clocking
  • TritonCTS clock tree: built
  • PostCTS Resize Cnt: 0
  • Num Clock Sinks: 18
  • Hold Buf Count CTS: 0
  • Latest clock arrival within the worst-skew pair: 0.25 ns
  • Clock transition at the registers of the reported paths: 0.07 ns
  • Clk buf depth: 2
  • Root Buffer: clkbuf_8
  • Total CTS buffers: 3
  • Postcts setup bufs: 0
  • H-tree Lvls: 1

Run
  • Max_cap viols: 0
  • Tool Warnings: 25

Logic synthesis
  • Simple share: 0.2824
  • Syn_area_per_cell: 11.50 µm²
  • Mux share: 0.01674
  • EDFF count, synth: 0
  • Yosys stat cell total: 52
  • Cell count after synthesis: 52
  • Post-synthesis sequential area ratio: 0.6025
  • Xor/xnor share: 0
  • Synth Register Bits: 18
  • Top non-seq family: simple AND/OR/NAND/NOR gates
  • Post-synthesis cell type count: 24
  • Yosys chip area: 598.1 µm²
  • Post-synth top flop: dfxtp_1
  • Yosys warns: 1
  • Post-synth ARST share: 0
  • Ao+oa area frac: 0.09833
  • Area of the mapped netlist: 598.1 µm²
  • Adder Area Share: 0

Place
  • Port bufs: 11
  • Hpwl dp: 882.5 µm
  • Gp weighted congestion: ~0.76

Run status
  • Outcome: complete, no violations

Min path
  • Worst min-delay path class: register to register
## state kept, by name, summed over array words and instances, names as in the netlist
register	flops
data	14
out	4
## area by class of cell
cell class | count | area [µm²] | area share
Sequential cell | 18 | 360.3 | 0.4364
Multi-Input combinational cell | 34 | 237.7 | 0.2879
Timing Repair Buffer | 11 | 110.1 | 0.1333
Tap cell | 50 | 62.56 | 0.07576
Clock buffer | 4 | 55.05 | 0.06667
## logic make-up (layout without fill, tap and decap cells)
family / after synthesis / in the layout
flops: 18 / 18
mux: 1 / 1
compound gates: 8 / 8
buf+inv: 0 / 15
simple gates: 25 / 25
## cells in the mapped netlist (2+ instances only)
cell type	count	share of area
and2b_2	2	0.029
nand3_1	2	0.017
nor4b_1	2	0.029
dfxtp_1	18	0.60
nor2_1	4	0.025
nand2_1	4	0.025
and4b_1	2	0.033
a21oi_1	2	0.017
## per-layer routing
layer	GRT usage	part of all wire	vias up
met1	0.04043	0.50	197
li1	-	-	226
met2	0.04837	0.42	13
met3	0.01156	0.064	2
met5	0	0	-
met4	0.007485	0.0069	0
## stage by stage
step / cells / cell area, µm² / worst slack [ns] / hold WS [ns] / utilization
2_1_floorplan: 52 / 598.1 / 1.704 / 0.3373 / -
5_1_grt: 117 / 825.8 / 1.187 / 0.3779 / 0.2035
3_5_place_dp: 113 / 770.7 / 1.134 / 0.3594 / 0.1899
3_3_place_gp: 113 / 770.7 / 1.131 / 0.3609 / 0.1899
4_1_cts: 117 / 825.8 / 1.377 / 0.3645 / 0.2035
6_report: 117 / 825.8 / 1.351 / 0.3684 / 0.2035
## power by group through the flow
stage | sequential, W | clock (W) | combinational [W]
after CTS | 0.000234 | 0.000180 | 0.0000191
after global routing | 0.000235 | 0.000192 | 0.0000210
final | 0.000234 | 0.000174 | 0.0000190
## worst max-delay path: stages
cell and delay (ns):
clkdlybuf4s50_1 0.45, nor4_1 0.37, nand3_1 0.19, nor3_1 0.32, nor2_1 0.09
## final timing paths
kind              startpoint                 to  slack [ns]  cells after the start
min reg2reg  data[2]$_DFF_P_    data[9]$_DFF_P_        0.37                      0
min          data[2]$_DFF_P_    data[9]$_DFF_P_        0.37                      0
max                datain[4]  out[3]$_SDFF_PP0_        1.35                      5
max reg2reg  data[0]$_DFF_P_  out[3]$_SDFF_PP0_        1.91                      4
Power and IR drop assume default switching activity.
